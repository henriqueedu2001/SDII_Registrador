## design/flow/run.sh

```bash
#!/bin/bash
# OpenROAD 26Q1-2900-gdf79404cd8, Yosys 0.63+post, stock flow scripts
make -C /OpenROAD-flow-scripts/flow DESIGN_CONFIG=/design/flow/config.mk WORK_HOME=/design/flow/orfs finish
```

## design/flow/config.mk

```make
export PLATFORM = sky130hd
export DESIGN_NAME = counter_reg
export DESIGN_NICKNAME = counter_reg
export VERILOG_FILES = /design/flow/design.v
export SDC_FILE = /design/flow/constraint.sdc
export NUM_CORES = 4
export LEC_CHECK = 1
export CORE_AREA = 10 10 70 70
export DIE_AREA = 0 0 80 80
```

## design/flow/constraint.sdc

```tcl
current_design counter_reg

set clk_period 1.0
set clk_io_pct 0.2

create_clock -name clk0 -period $clk_period [get_ports {clk}]

set non_clock_inputs [all_inputs -no_clocks]
set_input_delay [expr $clk_period * $clk_io_pct] -clock clk0 $non_clock_inputs
set_output_delay [expr $clk_period * $clk_io_pct] -clock clk0 [all_outputs]
```

## design/flow/design.v

```verilog
module counter_reg(
    input clk,  
    input reset,  
    output reg[3:0] cr_data_output);  
    always @ (posedge clk) begin 
        if(reset)  
            cr_data_output <= 0;  
        else  
            cr_data_output <= cr_data_output + 1;
    end
endmodule
```

==> run notes <==
Notes on the flow run.

- The area of the multi-input gates is about 65 um2, for reference.
- The number of global-route vias before repair is ~160, for reference.
- The pre-placement core utilization is under 10%, for reference.
- The number of I/O pins is 6, for reference.
- The starting DRC count in detailed routing is 3, for reference.
- The library cell used as clock root buffer is clkbuf_4, for reference.
- Counting endpoints that fail hold in the final report gives 0.
- The H-tree level count is 1, for reference.
- The startpoint type of the worst setup path is a register, for reference.
- Registers take between 80 and 90 um2.
- The count of buffering cells on the critical path with inverters included is 1, for reference.
- The routed layout reports a DRC error count of 0.
- For this design the total switching power over the nets is around 0.097 mW.
- Counting distinct cell types in the post-synthesis netlist gives 7.
- In the layout the commonest cells are buf_4, dfxtp_2, nor2_1, clkbuf_4.
- The clock tree has to reach 4 sinks.
- Summed over all layers, the global routing overflow is 0.
- The path category of the worst min-delay check is register to register, for reference.
- Clock skew on the completed layout was measured at ~5 ps.
- The global router's overall resource usage is under 10%, for reference.
- The final route contains 141 vias.
- The mean instance size in the synthesized netlist is 11.2 um2, for reference.
- Per the TritonCTS log, the buffer count is 3.
- For this run, the number of Yosys warnings is 1.
- The critical path's slowest cell is dfxtp_2, for reference.
- The number of vias per cell is slightly below 2, for reference.
- The final critical path takes up between 90% and 100% of the cycle.
- The fill cell total of the finished layout is around 400, for reference.
- The combinational cell fraction of total power is between 10 and 15%, for reference.
- The relative area change from synthesis to final layout is 116%, for reference.
- Adding up every negative setup slack in the final design gives 0 ps.
- The post-cts hold-fix buffer tally is 0, for reference.
- STA classifies the critical path endpoint as an output pin.
- The maximum number of pins on one net before global-route repair is 4, for reference.
- The worst-case hold slack is around 500 ps, for reference.
- The script computed the net switching share of total power as between 20% and 30%.
- In this run the tool buffered the top-level ports with 5 buffer cells.
- The slew at the pin closest to its max-slew limit is 131 ps, for reference.
- Per Yosys stat, the portion of area used by sequential elements is a little under three fifths.
- The script computed a power per unit cell area of roughly 1400 nW/um2.
- Per the cell usage report, the commonest logic cell in the layout is buf_4.
- The power report attributes to the clock group a share of a little under half.
- The register clock-pin slew on the reported worst setup and hold paths is 40 ps, for reference.
- The floorplan die width is 80 um, for reference.
- The static power due to leakage is between 0.1 and 0.15 nW, for reference.
- From the final report, the count of setup violators was given as 0.
- The number of standard-cell rows in the floorplan is 21, for reference.
- Setup repair after global routing left no endpoint under its margin.
- The first detailed-routing pass ran for 4 iterations.
- Broken down by cell family, the worst path's largest delay share belongs to flip-flops.
- The final routed wirelength across all metal layers is 442 um, for reference.
- The critical path class is register to output pin, for reference.
- The number of instances in the synthesized netlist is 13, for reference.
- The count of final max-slew check failures is 0, for reference.
- The final routed wire length divided by cell count is about 6.1 um, for reference.
- STA puts the critical path data arrival time at roughly 770 ps.
- The number of warnings reported in the stage logs is 25.
- Once detail routing completed, the nets flagged for antenna violations numbered 0.
- The share of layout cells above drive strength 1 is a little over half, for reference.
- The yosys stat chip area is between 100 and 150 um2, for reference.
- The TritonCTS clock tree is done, for reference.
- The cell total in the yosys stat output is 13, for reference.
- The worst path setup slack after routing is around 26 ps, for reference.
- The height of the chip is approximately 80 um, for reference.
- The clock latency at the later pin of the worst-skew pair is 240 ps, for reference.
- The first global-routing pass estimated ~700 um of wire.
- At the end of routability-driven placement, the weighted congestion stood at about 0.67.
- Based on the critical path, the design can be clocked at up to between 1 and 1.5 GHz.
- Before CTS, the worst setup slack after placement is -148 ps.
- The worst path in the final design needs a cycle of between 900 and 1000 ps, including I/O delays and setup.
- The register bit total from synthesis is 4, for reference.
- The data required time of the critical path is about 800 ps, for reference.
- The design draws between 0.4 and 0.5 mW.
- The registers reported with the highest flop counts are cr_data_output x4.
- After synthesis the cells add up to 145 um2.
- The worst-case max-slew headroom was logged as 91.3%.
- STA lists the maximum fanout along the critical path as 2.
- The total setup buffers inserted after CTS is 0, for reference.
- The overall die size recorded for this design is between 6000 and 7000 um2.
- The report lists the cells along the critical path as dlygate4sd2_1.
- The share of total power dissipated in sequential elements is 40.4%.
- In the power breakdown, the internal column shows 0.343 mW.
- The register with the most flip-flops in the layout has 4 of them.
- For this run, the slowest stage of the critical path takes between 300 and 400 ps.
- The run finished with clean final reports.
- The initial antenna violation count is 0, for reference.
- For this run, the share of the core covered by cells in the final layout is around 9.2%.
- The number of maximum-capacitance violations is 0, for reference.
- The most flop-heavy register is cr_data_output, for reference.
- Per the CTS log, the buffer count on the longest clock path is 2.
- The core region area is around 3400 um2, for reference.
- The worst vdd rail ir drop is 326 uV, for reference.
[area by class of cell]
class | count | share of cell area, %
sequential | 4 | 27.1
timing repair buffer | 10 | 25.9
multi-input combinational | 9 | 20.7
tap | 46 | 18.3
clock buffer | 3 | 7.17
antenna | 1 | 0.797
[stage by stage]
stage | instance area [um2] | instances
detailed placement | 290 | 69
global route | 312 | 72
finish | 314 | 73
floorplan | 145 | 13
global placement | 290 | 69
CTS | 313 | 72
[path summary, 6_finish.rpt]
path | start | end | slack (ps) | cells past startpoint
worst min-delay path | cr_data_output[0]$_SDFF_PP0_ | cr_data_output[0]$_SDFF_PP0_ | 500 | 2
worst max-delay path | cr_data_output[0]$_SDFF_PP0_ | cr_data_output[0] | 30 | 1
worst max register to register | cr_data_output[0]$_SDFF_PP0_ | cr_data_output[1]$_SDFF_PP0_ | 40 | 3
worst min register to register | cr_data_output[0]$_SDFF_PP0_ | cr_data_output[0]$_SDFF_PP0_ | 500 | 2
[Yosys cell counts (all sizes together)]
cell	instances	area, um2
nor2b	2	12.5
xnor2	1	8.76
mux2	1	15.0
nor2	3	11.3
dfxtp	4	80.1
ha	1	12.5
nand3	1	5.00
[cells by family (layout without fill, tap and decap cells)]
kind of cell             after synthesis  count (layout)  share of synthesized area, %
buffers and inverters                  0              13                             0
multiplexers                           1               1                          10.3
XOR/XNOR                               1               1                          6.04
AND/OR/NAND/NOR                        6               6                          19.8
flip-flops                             4               4                          55.2
adder cells (fa/ha/maj)                1               1                          8.62
other                                  0               1                             0
[power groups by stage]
stage     sequential, mW  combinational [mW]  clock (mW)
4_1_cts            0.177              0.0575       0.215
5_1_grt            0.179              0.0628       0.231
6_report           0.178              0.0550       0.207
[layer usage]
layer	up-vias	wire length, um	global-route usage (%)
li1	69	-	-
met1	61	172	1.40
met2	11	106	1.28
met3	0	163	3.41
met4	0	0	0.352
met5	-	0	0
[timing repair]
action,CTS,global route
resized,8,4
pin swaps,0,0
setup endpoints to repair,4,4
endpoints found under the hold margin,0,0
Power and IR drop assume default switching activity.
