==> /design/flow/design.v <==
module absolute_value #(parameter N = 64) (
    input wire signed [N-1:0] number,  
    output reg signed [N-1:0] abs  
);
    wire signed [N-1:0] opposite;  
    wire input_number_signal;  
    always @(number) begin
        if(number > 0) begin
            abs <= number;  
        end
        else begin
            abs <= ~number + 1;  
        end
    end
endmodule
==> /design/flow/run.sh <==
#!/bin/bash
# OpenROAD 26Q1-2900-gdf79404cd8, Yosys 0.63+post, stock flow scripts
make -C /OpenROAD-flow-scripts/flow DESIGN_CONFIG=/design/flow/config.mk WORK_HOME=/design/flow/orfs finish
==> /design/flow/config.mk <==
export PLATFORM = sky130hd
export DESIGN_NAME = absolute_value
export DESIGN_NICKNAME = absolute_value
export VERILOG_FILES = /design/flow/design.v
export SDC_FILE = /design/flow/constraint.sdc
export NUM_CORES = 4
export LEC_CHECK = 1
export CORE_AREA = 10 10 93 93
export DIE_AREA = 0 0 103 103
==> /design/flow/constraint.sdc <==
current_design absolute_value

set clk_period 34.7
set clk_io_pct 0.2

create_clock -name clk0 -period $clk_period

set non_clock_inputs [all_inputs -no_clocks]
set_input_delay [expr $clk_period * $clk_io_pct] -clock clk0 $non_clock_inputs
set_output_delay [expr $clk_period * $clk_io_pct] -clock clk0 [all_outputs]
==> impl_metrics.yaml <==
# implementation run metrics
global_route:
  met1_usage: 0.158
  grt_max_degree: 30
  first_global_vias: 2093
  grt_antenna_before_repair: 0
  grtUsageMet3: 0.0433
  overflow: 0
  grtUsageMet2: 0.203
  grt_first_pass_wirelength_um: 10600
  grtUsageTotal: 0.122
  top_usage_layer: "met2"
critical_path:
  critPathCaptureType: "output pin"
  arrival_ns: 10.57
  crit_type: "in -> out"
  max_stage_delay_ns: 0.58
  path_buffers: 3
  cp_top_family: "simple AND/OR/NAND/NOR gates"
  path_max_fanout: 29
  crit_start: "number[52]"
  required_ns: 27.76
  critPathSlowestCell: "or4_1"
  crit_chain: "clkdlybuf4s50_1, or4_4, or4_4, or4_1, o31ai_4, buf_4, o21ai_0, xnor2_1, clkdlybuf4s50_1"
  crit_path_start_kind: "primary input"
power:
  p_leak_nw: 0.914
  p_comb_frac: 1.000
  power.switching_mw: 0.0115
  ir_drop_uv: 4.50
  switching_share: 0.326
  p_seq_frac: 0
  p_int_mw: 0.0238
  clkPwrFrac: 0
  p_per_area_mw_per_mm2: 12.5
  power_mw: 0.0353
cts:
  post_cts_buffers: 0
  hold_buffers: 0
  post_cts_resized: 0
finish:
  fin_area_mm2: 0.00283
  lay_top_count: "clkdlybuf4s50_1"
  seqCellArea_um2: 0
  lay_top_cells: "clkdlybuf4s50_1 (128), xnor2_1 (41), nand2_1 (22), nor2_1 (18), o21ai_0 (16)"
  ff_count: 0
  syn_to_final_growth_pct: 89.9
  nClkBuffers: 0
  drive_gt1_frac: 0.0259
synth:
  synthesis.area_mm2: 0.00149
  ys_chip_area_mm2: 0.00149
  ys_seq_frac: 0
  ys_cells: 228
  ys_types: 34
  avgSynthCellArea_um2: 6.54
  syn_inst: 228
  ys.warnings.count: 1
placement:
  port_buffers: 128
  post-place-ws_ns: 17.18
  dpl_cell_area_mm2: 0.00283
  gp_congestion: 0.835
  dp_hpwl_um: 5930
sta:
  hold_viol_final: 0
  finalCritPeriodShare: 0.505
  setup_viol_count_final: 0
  setup_ws_ns: 17.19
  rsz0062_at_grt: "no"
  worstMarginPinSlew_ns: 0.817
  slew_headroom: 0.450
  max_freq_mhz: 57.1
  slew_viol_final: 0
  fin_tns_setup_ns: 0
  layout_min_cycle_time_ns: 17.51
detailed_routing:
  route.antenna.diode_count: 0
  detail-route-antenna-nets: 0
  wl_per_cell_um: 16.1
  dr.pass1.iters: 4
  drt_wl_total_um: 6900
  first_iter_violations: 78
  vias: 2108
  routed_via_density: 4.93
  drc: 0
floorplanning:
  row_count: 30
  initCoreUtil: 0.221
  die_w_um: 103
  core_area_mm2: 0.00676
  die_y_um: 103
  die-area_mm2: 0.0106
  pin_count: 128
flow_run:
  cap_violations: 0
  warnings: 32
worst_hold_path:
  hold_start: "number[0]"
  hold_path.class: "in -> out"
status:
  status: "completed"
-- worst paths after layout --
| check | end | slack [ns] | cells after the start |
|---|---|---|---|
| max | abs[51] | 17.19 | 9 |
| min | abs[0] | 14.79 | 2 |
-- area by class of cell --
cell class / count / area [um2]
well taps: 80 / 100
repair buffers: 131 / 1300
multi-input cells: 212 / 1410
fillers: 690 / 3920
inverters: 5 / 18.8
-- metal layers --
layer | vias to the layer above | wire length (um) | part of all wire
met5 | - | 0 | 0
met2 | 75 | 3140 | 0.45
met1 | 937 | 2980 | 0.43
met4 | 0 | 0 | 0
li1 | 1096 | - | -
met3 | 0 | 776 | 0.11
-- cells in the mapped netlist --
| library cell | instances | area, um2 |
|---|---|---|
| xnor2_1 | 41 | 359 |
| nand2_1 | 22 | 82.6 |
| nor2_1 | 18 | 67.6 |
| o21ai_0 | 16 | 80.1 |
| nor4_1 | 14 | 87.6 |
| o31ai_1 | 14 | 105 |
| nor3_1 | 12 | 60.1 |
| xor2_1 | 12 | 105 |
| a21oi_1 | 11 | 55.1 |
| a31oi_1 | 8 | 50.1 |
| or4_1 | 8 | 60.1 |
| o41ai_1 | 6 | 52.6 |
| clkbuf_1 | 5 | 18.8 |
| inv_1 | 5 | 18.8 |
| nand3_1 | 5 | 25.0 |
| nand2b_1 | 4 | 25.0 |
| nand4_1 | 4 | 25.0 |
| buf_4 | 3 | 22.5 |
| nand3b_1 | 3 | 22.5 |
| buf_2 | 2 | 10.0 |
| or4_4 | 2 | 22.5 |
| a21o_1 | 1 | 7.51 |
| and2_1 | 1 | 6.26 |
| and3_1 | 1 | 6.26 |
| buf_6 | 1 | 11.3 |
| ha_1 | 1 | 12.5 |
| mux2_2 | 1 | 11.3 |
| nand4b_1 | 1 | 8.76 |
| nor3b_1 | 1 | 7.51 |
| o311a_1 | 1 | 10.0 |
| o31a_4 | 1 | 17.5 |
| o31ai_4 | 1 | 21.3 |
| or2_2 | 1 | 6.26 |
| or4b_1 | 1 | 10.0 |
-- logic make-up after synthesis --
group                    share of synthesized area
AND-OR/OR-AND                                0.268
XOR/XNOR                                     0.311
adder cells (fa/ha/maj)                    0.00839
buffers and inverters                       0.0545
multiplexers                               0.00755
AND/OR/NAND/NOR                              0.351
-- stage by stage --
step / hold slack, ns / util / std cells
after global routing: 14.84 / 0.419 / 428
after floorplan: 13.91 / - / 228
after CTS: 14.80 / 0.419 / 428
after detailed placement: 14.79 / 0.419 / 428
final: 14.79 / 0.419 / 428
after global placement: 14.80 / 0.419 / 428
-- power groups by stage --
| stage | clock [mW] | sequential [mW] | combinational [mW] |
|---|---|---|---|
| 4_1_cts | 0 | 0 | 0.0361 |
| 5_1_grt | 0 | 0 | 0.0387 |
| 6_report | 0 | 0 | 0.0353 |
No activity file was given, so power comes from the tool's default toggle rates.
