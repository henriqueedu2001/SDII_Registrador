==> ./design.v <==
module fsm_example #(parameter N = 8) (
    input clk,
    input [N-1:0] input_a,
    input [N-1:0] input_b,
    input init,
    output reg finished,
    output reg [2*N-1:0] result
);
    localparam [1:0]
        s0 = 2'b00,
        s1 = 2'b01,
        s2 = 2'b10,
        s3 = 2'b11;
    reg [1:0] current_state, next_state;
    reg [N-1:0] a_value;
    reg [N-1:0] counter;
    initial begin
        a_value <= 0;
        counter <= 0;
        finished <= 0;
        current_state <= 2'b00;
        result <= 0;
    end
    always @(posedge clk) begin
        case(current_state)
            2'b00: begin
                if(init == 1) begin
                    a_value <= input_a;
                    counter <= input_b;
                    result <= counter;
                    next_state <= 2'b01;
                end
            end
            2'b01: begin
                if(counter > 0) begin
                    counter <= counter - 1;
                    result <= {a_value, counter};
                end
                else begin
                    next_state <= 2'b10;
                end
            end
            2'b10: begin
                finished <= 1;
                next_state <= 2'b00;
            end
        endcase
        current_state <= next_state;
    end
endmodule
==> ./run.sh <==
#!/bin/bash
# OpenROAD 26Q1-2900-gdf79404cd8, Yosys 0.63+post, stock flow scripts
make -C /OpenROAD-flow-scripts/flow DESIGN_CONFIG=/design/flow/config.mk WORK_HOME=/design/flow/orfs finish
==> ./config.mk <==
export PLATFORM = sky130hd
export DESIGN_NAME = fsm_example
export DESIGN_NICKNAME = fsm_example
export VERILOG_FILES = /design/flow/design.v
export SDC_FILE = /design/flow/constraint.sdc
export NUM_CORES = 4
export LEC_CHECK = 1
export CORE_AREA = 10 10 100 100
export DIE_AREA = 0 0 110 110
==> ./constraint.sdc <==
current_design fsm_example

set clk_period 5.0
set clk_io_pct 0.2

create_clock -name clk0 -period $clk_period [get_ports {clk}]

set non_clock_inputs [all_inputs -no_clocks]
set_input_delay [expr $clk_period * $clk_io_pct] -clock clk0 $non_clock_inputs
set_output_delay [expr $clk_period * $clk_io_pct] -clock clk0 [all_outputs]
==> metrics.csv <==
metric;value;unit
critical path's top delay family;adder cells;
maximum number of pins on one net before global-route repair;27;
largest fanout on the critical path;26;
post-synth cell types;24;
ys cells;97;
CP cell instances;inv_1 -> ha_1 -> mux2i_1 -> a41oi_2 -> buf_4;
clk ins delay skew pair;0.28;ns
core footprint;0.00781;mm²
master of the slowest instance on the critical path;sky130_fd_sc_hd__ha_1;
outcome;finished, final reports clean;
CTS tree;done;
clk root buf;sky130_fd_sc_hd__clkbuf_8;
reg-to-reg endpoint;counter[1];
via count;852;
buffering stage count on the worst path with inverters included;2;
Power Dens Cells;608;mW/mm²
total half-perimeter wirelength after legalization and detailed placement;2.21;mm
transition time at the pin with the least slew margin;0.863;ns
kind of critical path;reg2reg;
chip area in the Yosys report;0.00148;mm²
GRT Util Overall;4.91;%
Area Growth Syn to Fin;38.8;%
Worst setup SP type;flip-flop;
largest stage delay on the critical path;0.72;ns
Final Hold Violating Endpoints;0;
RePlAce Congestion;0.759;
number of antenna repair diodes;0;
number of buffers added by the clock tree synthesis step;5;
first-pass GRT wire length;4.51;mm
final number of setup-violating endpoints;0;
iteration tally of the first detailed-router pass;4;
Max IR drop VDD;220;µV
Worst Setup EP;counter[1];
number of flops mapped to enable cells by yosys;35;
number of antenna violations at the first check in global routing;0;
setup skew after layout;0.00935;ns
count of final max-slew check failures;0;
IO Count;35;
floorplan die width;110;µm
unrepaired setup endpoints after global routing;false;
Top cell excl fill/tap;sky130_fd_sc_hd__edfxtp_1;
number of core rows;32;
max-cap check violation count;0;
vertical die size;110;µm
Die ar.;0.0121;mm²
proportion of register bits with asynchronous set or reset after synthesis;0;%
R2R setup slack;2.81;ns
number of buffers on the longest clock path;2;
Critical Path Stages;5;
clock sink total;37;
synthesized area per cell;15.3;µm²
CP endpoint kind;flip-flop;
peak clock frequency supported by timing;456;MHz
worst endpoint data arrival time;2.15;ns
Via density;3.58;
part of the Yosys area used for sequential elements;73.6;%
wire length per cell after detailed routing;12.2;µm
Init Core Util;19.0;%
# resized after CTS;0;
final period demand of the worst path;2.19;ns
tool warnings;29;
number of DRC violations after detailed-routing iteration 0;49;
Leak Pwr;0.711;nW
Antenna Nets Post-Route;0;
dominant logic cell types in the final layout;sky130_fd_sc_hd__edfxtp_1, sky130_fd_sc_hd__clkdlybuf4s50_1, sky130_fd_sc_hd__and2_1;
placed instance area;0.00195;mm²
total of warnings raised by yosys;1;
hold buffers post-CTS;0;
final total negative setup slack;0;ns
final routed wirelength across all metal layers;2.91;mm
endpoint required time on the critical path;4.95;ns
number of levels in the clock H-tree;2;
final global-route overflow total;0;
area of the mapped netlist;0.00148;mm²
Most used DFF post-synth;sky130_fd_sc_hd__edfxtp_1;
part of the cycle the worst path needs;43.8;%
via count of the first global-routing pass;908;
start point of the critical path;current_state[1];
origin of the critical flop-to-flop path;current_state[1];
R2R depth;5;
ratio of cells with drive above 1 in the final layout;8.09;%
DRC viols;0;
max_slew headroom;42.5;%
cells after synthesis;97;
count of input and output buffers;34;
#FFs+latches synth;37;
post-route cell area;0.00206;mm²
clock transition time at the flip-flop clock pins of the worst setup and hold paths;0.06;ns
buffers inserted during post-CTS setup optimization;0;
classification of the worst-slack hold path;reg2reg;
per-stage QoR:
stage | utilization [%] | std cells | worst slack, ns | hold slack (ns) | power, mW
after CTS | 26.4 | 238 | 2.80 | 0.377 | 1.27
after floorplan | - | 97 | 2.23 | 0.323 | 0.789
final | 26.4 | 238 | 2.81 | 0.376 | 1.25
after detailed placement | 25.0 | 231 | 2.51 | 0.342 | 1.03
after global routing | 26.4 | 238 | 2.66 | 0.391 | 1.35
after global placement | 25.0 | 231 | 2.56 | 0.360 | 1.02
per-layer routing:
layer / vias up / GRT usage, % / routed length (µm)
li1: 433 / - / -
met1: 385 / 6.14 / 1180
met2: 27 / 7.54 / 1330
met3: 7 / 2.70 / 367
met4: 0 / 0.743 / 30
met5: - / 0 / 0
area by class of cell:
type | instances | area, µm²
clock buffer | 5 | 68.8
clock inverter | 2 | 35.0
fill | 817 | 5750
inverter | 7 | 26.3
multi-input combinational | 50 | 362
sequential | 37 | 1090
tap | 102 | 128
timing repair buffer | 35 | 348
cells in the mapped netlist, types with 2 or more instances:
cell type	instances	area [µm²]
sky130_fd_sc_hd__edfxtp_1	35	1050
sky130_fd_sc_hd__and2_1	9	56.3
sky130_fd_sc_hd__inv_1	7	26.3
sky130_fd_sc_hd__nor2_1	7	26.3
sky130_fd_sc_hd__ha_1	6	75.1
sky130_fd_sc_hd__a31oi_1	5	31.3
sky130_fd_sc_hd__clkbuf_1	3	11.3
sky130_fd_sc_hd__o21ai_0	3	15.0
sky130_fd_sc_hd__or3_1	3	18.8
sky130_fd_sc_hd__dfxtp_1	2	40.0
sky130_fd_sc_hd__mux2i_1	2	20.0
sky130_fd_sc_hd__nand2b_1	2	12.5
sky130_fd_sc_hd__or4_1	2	15.0
registers in the layout, summed over array words and instances, names as in the netlist:
| signal | cells |
|---|---|
| next_state | 2 |
| current_state | 2 |
| counter | 8 |
| finished | 1 |
| a_value | 8 |
| result | 16 |
worst min-delay path by stage:
stage	depth (start not counted)	endpoint	startpoint	slack, ns
CTS	0	current_state[0]	next_state[0]	0.38
global route	0	current_state[0]	next_state[0]	0.39
finish	0	current_state[1]	next_state[1]	0.38
kinds of logic (layout without fill, tap and decap cells):
| family | after synthesis | in the layout | synth area share (%) |
|---|---|---|---|
| other | 1 | 1 | 0.253 |
| adder cells (fa/ha/maj) | 6 | 6 | 5.06 |
| XOR/XNOR | 1 | 1 | 0.591 |
| buffers and inverters | 10 | 49 | 2.53 |
| flip-flops | 37 | 37 | 73.6 |
| AND/OR/NAND/NOR | 27 | 27 | 10.7 |
| AND-OR/OR-AND | 12 | 12 | 5.15 |
| multiplexers | 3 | 3 | 2.11 |
report_power, final:
part           leakage (nW)  switching (mW)  internal [mW]
sequential            0.351          0.0744          0.547
combinational         0.306           0.177          0.211
clock                0.0540          0.0974          0.145
total                 0.711           0.348          0.902
worst register-to-register path: stages, from the launching register on:
cell                      delay (ns)
sky130_fd_sc_hd__dfxtp_1        0.32
sky130_fd_sc_hd__inv_1          0.08
sky130_fd_sc_hd__ha_1           0.72
sky130_fd_sc_hd__mux2i_1        0.21
sky130_fd_sc_hd__a41oi_2        0.20
sky130_fd_sc_hd__buf_4          0.33
Power figures rest on the tool's default switching activity, not on a simulated workload.
